==> design.v <==
`timescale 1ns / 1ps
module baudRate_gen
#(
parameter MOD = 27  
)
(
    input logic sysclk, rst,
    output logic baudx16_ena
    );  
localparam N = log2(MOD);
logic [N-1:0] state,nstate; 
logic [3:0] count8,ncount8;  
logic frac_adj;  
always_ff @(posedge sysclk, negedge rst)
    if(!rst)
        begin
            state <= 0;
            count8 <=0;
        end 
    else
         begin
             state <= nstate;  
             count8 <= ncount8;
         end
assign baudx16_ena =(state == (MOD-1) + frac_adj)? 1'b1:1'b0;
assign frac_adj = (count8 == 3'd7)? 1'b1:1'b0;
assign nstate = (state == ((MOD-1) + frac_adj)? 0 : state +1);  
always_comb
    if (baudx16_ena)
        if(count8 == 3'd7)
            ncount8 = 0;
        else 
            ncount8 = count8+1;
    else
        ncount8 = count8;
function integer log2(input integer n);
    integer i;
    begin
        log2 = 1;
        for(i=0; 2**i<n; i = i+1)
            log2 = i + 1;
    end 
endfunction
endmodule
==> run.sh <==
#!/bin/bash
# OpenROAD 26Q1-2900-gdf79404cd8, Yosys 0.63+post, stock flow scripts
make -C /OpenROAD-flow-scripts/flow DESIGN_CONFIG=/design/flow/config.mk WORK_HOME=/design/flow/orfs finish
==> config.mk <==
export PLATFORM = sky130hd
export DESIGN_NAME = baudRate_gen
export DESIGN_NICKNAME = baudRate_gen
export VERILOG_FILES = /design/flow/design.v
export SDC_FILE = /design/flow/constraint.sdc
export NUM_CORES = 4
export LEC_CHECK = 1
export CORE_AREA = 10 10 70 70
export DIE_AREA = 0 0 80 80
==> constraint.sdc <==
current_design baudRate_gen

set clk_period 1.9
set clk_io_pct 0.2

create_clock -name clk0 -period $clk_period [get_ports {sysclk}]

set non_clock_inputs [all_inputs -no_clocks]
set_input_delay [expr $clk_period * $clk_io_pct] -clock clk0 $non_clock_inputs
set_output_delay [expr $clk_period * $clk_io_pct] -clock clk0 [all_outputs]
==> results.yml <==
# synthesis and place-and-route metrics
global_route:
  grt_pass1_vias: 384
  grt_max_degree: 10
  grt_remaining_overflow: 0
  grt_first_pass_wirelength_mm: 1.57
  grt_usage_pct: 2.89
  grt_antenna_before_repair: 0
sta:
  fmax_mhz: 550
  finalHoldViolations: 0
  rsz0062_at_grt: "no"
  worst_slew_pin_slew_ns: 0.411
  finalCritPeriodShare_pct: 95.8
  slew_violations: 0
  clock-skew-final_ns: 0.00239
  setup_viol: 0
  finalCriticalPeriod_ns: 1.82
  slew_headroom_pct: 72.5
logic_synthesis:
  yosysUniqueCellTypes: 30
  yosysCellCount: 47
  async_reset_ff_share_pct: 100
  area_leaders: "dfrtp_1, ha_1, nor2_1, nor3_4, mux2_4"
  syn_inst: 47
  synthTopCellsByCount: "dfrtp_1, nor2_1"
  flop_cell: "dfrtp_1"
  yosysTopAreaCell: "dfrtp_1"
  synth_chip_area_um2: 508
  top_cell_area_share_pct: 44.3
  ys.flops: 9
  syn_area_um2: 508
  yosys_warnings: 1
  ys_seq_share_pct: 44.3
  synth.most_common_cell: "dfrtp_1"
  postSynthAreaPerCell_um2: 10.8
  edf_count: 0
critical_path:
  slowest_delay_ns: 0.38
  start_kind: "flip-flop"
  cp_max_fo: 3
  cp_data_required_time_ns: 1.52
  worstSetupPathType: "reg -> out"
  slowest_stage: "dfrtp_1"
  end_kind: "output pin"
  worstPathCellList: "ha_1, and3b_2, nor2b_4, nor3_4, buf_2"
  cp.arrival_ns: 1.44
floorplan:
  core_area_mm2: 0.00342
  fp.dieH_um: 80
  dieArea_mm2: 0.00640
  fp_util_pct: 14.9
  die_x_um: 80
  num_rows: 21
  io_pins: 3
route:
  remaining_drc_errors: 0
  routedWlPerCell_um: 8.88
  first_iter_violations: 17
  ant_nets: 0
  first_pass_iters: 4
  wl_um: 950
  vias: 400
  viasPerCell: 3.74
  antennaDiodeCount: 0
clocking:
  cts.htree.levels: 1
  clock-sinks: 9
  cts-buffers-inserted: 3
  cts.clk_slew.worst_paths_ns: 0.06
  insertion_delay_ns: 0.26
  root_buffer: "clkbuf_4"
  cts_buffer_depth: 2
  cts_tree: "done"
layout:
  fillCellCount: 378
  stdcell_area_um2: 672
  comb_area_um2: 265
  layout-drive-gt1-share_pct: 32.8
  syn_to_final_growth_pct: 32.3
  seq_area_um2: 225
pwr:
  p_leak_nw: 0.282
  vdd_drop_max_v: 0.000247
  power_w: 0.000350
  p_per_area_mw_per_mm2: 521
worst_hold_path:
  hold_path_class: "in -> async"
run:
  warnings: 25
  drv_cap: 0
placement:
  io_buffers: 2
  gp_congestion: 0.819
  placed_cell_area_um2: 629
  dp_hpwl_um: 676
run_status:
  status: "completed"
==> flip-flops by register name (all words and copies together), names as in the netlist <==
register and cells:
count8 4, state 5
==> through the flow <==
| step | cells | hold slack [ns] | setup TNS [ns] | setup slack [ns] | utilization, % |
|---|---|---|---|---|---|
| finish | 107 | 0.410 | 0 | 0.0806 | 19.7 |
| global route | 107 | 0.431 | 0 | 0.0122 | 19.7 |
| CTS | 107 | 0.423 | 0 | 0.0696 | 19.7 |
| detailed placement | 101 | 0.509 | -0.0148 | -0.0148 | 18.4 |
| global placement | 101 | 0.493 | -0.0100 | -0.0100 | 18.4 |
| floorplan | 47 | 0.0844 | 0 | 0.266 | - |
==> layer usage <==
layer | vias up | share of wire, % | global-route usage, % | wire, µm
li1 | 194 | - | - | -
met1 | 188 | 50 | 3.79 | 472
met2 | 15 | 42 | 4.57 | 400
met3 | 3 | 5.9 | 0.682 | 56
met4 | 0 | 2.2 | 0.880 | 21
met5 | - | 0 | 0 | 0
==> power breakdown <==
group,internal [W],switching (W),leakage [nW]
logic,0.00000181,0.00000361,0.161
clock network,0.0000812,0.0000716,0.0150
registers,0.000192,0,0.106
total,0.000275,0.0000752,0.282
==> path summary, 6_finish.rpt <==
path,from,endpoint,slack [ns],cells past startpoint
max in group asynchronous,rst,state[3]$_DFF_PN0_,1.20,1
min in group clk0,count8[2]$_DFFE_PN0N_,count8[2]$_DFFE_PN0N_,0.52,1
max,count8[0]$_DFFE_PN0N_,baudx16_ena,0.08,5
min reg2reg,count8[2]$_DFFE_PN0N_,count8[2]$_DFFE_PN0N_,0.52,1
max reg2reg,count8[0]$_DFFE_PN0N_,count8[1]$_DFFE_PN0N_,0.28,6
min,rst,count8[0]$_DFFE_PN0N_,0.41,1
==> cells in the final DEF, fill, tap and decap left out, drive strengths merged <==
master	count
a21o	1
a21oi	1
a22o	1
and3b	1
and4b	1
buf	12
clkbuf	4
clkdlybuf4s50	1
dfrtp	9
ha	2
mux2	1
mux2i	1
nand2	2
nand2b	1
nand3	1
nand4	1
nand4b	1
nor2	6
nor2b	4
nor3	3
o21ai	2
o221ai	1
o22a	1
o22ai	1
xnor2	1
xor2	1
==> final cells by class <==
class,count,share of cell area [%]
clock buffers,4,3.91
well taps,46,8.57
multi-input cells,35,39.5
repair buffers,13,14.5
flip-flops and latches,9,33.5
==> critical path: cells and delay by family (launching register included) <==
family / cells / cell delay (ns)
adders and majority gates: 1 / 0.21
buffers and inverters: 1 / 0.12
DFF: 1 / 0.38
and+or+nand+nor: 3 / 0.48
==> cell families after synthesis <==
| kind of cell | after synthesis | share of synthesized area [%] |
|---|---|---|
| fa+ha+maj | 2 | 4.93 |
| simple gates | 21 | 26.8 |
| compound gates | 8 | 10.8 |
| mux | 2 | 4.93 |
| flops | 9 | 44.3 |
| buf+inv | 3 | 4.68 |
| xor+xnor | 2 | 3.45 |
==> repair_timing <==
action | CTS | global route
endpoints found under the setup margin | 1 | 0
setup buffers | 2 | 0
gates resized | 5 | 0
hold buffers | 0 | 0
No activity file was given, so power comes from the tool's default toggle rates.
